===== constraint.sdc =====
current_design upcounter_7seg

set clk_period 9.9
set clk_io_pct 0.2

create_clock -name clk0 -period $clk_period [get_ports {clk_100Mhz}]

set non_clock_inputs [all_inputs -no_clocks]
set_input_delay [expr $clk_period * $clk_io_pct] -clock clk0 $non_clock_inputs
set_output_delay [expr $clk_period * $clk_io_pct] -clock clk0 [all_outputs]

===== run.sh =====
#!/bin/bash
# OpenROAD 26Q1-2900-gdf79404cd8, Yosys 0.63+post, stock flow scripts
make -C /OpenROAD-flow-scripts/flow DESIGN_CONFIG=/design/flow/config.mk WORK_HOME=/design/flow/orfs finish

===== config.mk =====
export PLATFORM = sky130hd
export DESIGN_NAME = upcounter_7seg
export DESIGN_NICKNAME = upcounter_7seg
export VERILOG_FILES = /design/flow/design.v
export SDC_FILE = /design/flow/constraint.sdc
export NUM_CORES = 4
export LEC_CHECK = 1
export CORE_UTILIZATION = 30

===== design.v =====
`timescale 1ns / 1ps
module upcounter_7seg(
    input clk_100Mhz, 
    input reset,
    output reg [3:0] Anode_Activate, 
    output reg [0:6] seg_out   
    );
    wire reset_out;
    reg temp1, temp2, temp3;
    always @(posedge clk_100Mhz)
    begin
            temp1 <= reset;
            temp2 <= temp1;
            temp3 <= temp2;
    end
    assign reset_out = temp3;
    reg [26:0]one_second_counter;  
    wire one_second_enable; 
    reg [9:0] displayed_count;  
    reg [3:0] displayed_count_reg; 
     reg [1:0] anode_select;
     reg [16:0] anode_timer;
   always @(posedge clk_100Mhz or posedge reset_out)
   begin
     if(reset_out) begin
         anode_select <= 0;
         anode_timer <= 0; 
     end
     else
         if(anode_timer == 99_999) begin
             anode_timer <= 0;
             anode_select <=  anode_select + 1;
         end
      else
          anode_timer <=  anode_timer + 1;
     end   
     always @(*) 
     begin
             case(anode_select)
                 0: Anode_Activate <= 4'b1110;
                 1: Anode_Activate <= 4'b1101;
                 2: Anode_Activate <= 4'b1011;
                 default:Anode_Activate <= 4'b1111;
             endcase
               end   
    always @(posedge clk_100Mhz or posedge reset_out)
    begin
        if(reset_out==1)
            one_second_counter <= 0;
        else begin
            if(one_second_counter>=99999999) 
                 one_second_counter <= 0;
            else
                one_second_counter <= one_second_counter + 1;
        end
    end 
    assign one_second_enable = (one_second_counter==99999999)?1:0;
     always @(posedge clk_100Mhz or posedge reset_out)
       begin
           if(reset_out==1)
               displayed_count <= 0;
           else if(one_second_enable==1)
               displayed_count <= displayed_count + 1;
       end
    always @(*)
    begin
        case(anode_select)
        2'b00: begin
            Anode_Activate <= 4'b1110; 
            displayed_count_reg <= displayed_count%10;
              end
        2'b01: begin
            Anode_Activate <= 4'b1101; 
            displayed_count_reg <= (displayed_count/10)%10;
              end
        2'b10: begin
            Anode_Activate <= 4'b1011; 
            displayed_count_reg <= (displayed_count/10)/10;
                end
       default:   begin
                   Anode_Activate <= 4'b1111; 
                  displayed_count_reg <= 0; 
                  end  
        endcase
    end
    always @(*)
    begin
        case(displayed_count_reg)
        4'b0000: seg_out <= 7'b0000001;  
        4'b0001: seg_out <= 7'b1001111;  
        4'b0010: seg_out <= 7'b0010010;  
        4'b0011: seg_out <= 7'b0000110;  
        4'b0100: seg_out <= 7'b1001100;  
        4'b0101: seg_out <= 7'b0100100;  
        4'b0110: seg_out <= 7'b0100000;  
        4'b0111: seg_out <= 7'b0001111;  
        4'b1000: seg_out <= 7'b0000000;  
        4'b1001: seg_out <= 7'b0000100;  
        default: seg_out <= 7'b0000001;  
        endcase
    end
 endmodule

==> impl_metrics.ini <==
; synthesis and place-and-route metrics
[detailed_routing]
diodes = 0
drt_pass1_iterations = 5
routedWlPerCell_um = 14.6
antenna_left = 0
wirelength_um = 16700
drc_errors = 0
drtIter0Drc = 427
via_per_inst = 5.50
vias = 6281

[clock_network]
htreeDepth = 3
cts_tree = yes
worstSkewPairLatency_ps = 320
clk_pin_slew_worst_paths_ps = 50
cts_buffer_depth = 2
cts_buffers = 9
cts.sinks = 59
root_buffer = clkbuf_16

[logic_synthesis]
ys_cells = 835
ys_sh_mux = 0.0180
synth_cells = 835
yosysWarnings = 5
edf_count = 0
synthArstFlopShare = 0.949
fa_ha_area_frac = 0.0556
syn_area_um2 = 6390
synth_top_flop_cell = dfrtp_1
yosysUniqueCellTypes = 104
synth_flop_count = 59
ys_seq_frac = 0.229
synth.avg_cell_area_um2 = 7.65
synthSimpleGateAreaFrac = 0.293
yosys-dominant-comb-family = simple AND/OR/NAND/NOR gates
synth_chip_area_um2 = 6390
aoi_share = 0.274
synthXorXnorAreaFrac = 0.0823

[timing]
relSlewSlack = 0.472
post-route-period-util = 0.966
hold_slack_ps = 322
finalCriticalPeriod_ps = 9560
finalHoldViolCount = 0
worstMarginPinSlew_ps = 785
tns_ps = 0
slew_violations = 0
fin_skew_ps = 7.70
fmax_mhz = 105
finalSetupViolations = 0

[layout]
area_growth_pct = 17.8
drive_gt1_frac = 0.166
lay_top_count = nor2_1
largest_reg_flops = 27
final_cells = 1143
lay_top_cells = 106 x nor2_1, 70 x nand2_1, 56 x dfrtp_1, 49 x nand3_1, 38 x buf_4

[power_and_ir_drop]
p_clk_frac = 0.554
finalPower_uw = 554
max-vdd-ir-drop_mv = 0.107
switchingPower_uw = 106
p_leak_uw = 0.00301
combPwrFrac = 0.009
p_int_uw = 449
powerDensity_nw_per_um2 = 73.7
switching_share = 0.191
power_frac_seq = 0.437

[grt]
grt_pass1_vias = 5665
grt_max_degree = 57
antenna_found_initial = 0
grt_first_pass_wirelength_um = 27700
grt_overflow = 0
track_usage = 0.153

[die]
dieWidth_um = 148
rows = 53
chipArea_um2 = 21900
die_h_um = 148
core_um2 = 21000
ios = 13
fp_util = 0.305

[setup_path]
worst_setup_path_start_kind = flop
cp_max_fo = 7
worst-path-buf-inv = 3
end_kind = output pin
critical_path_class = flop to output pin
arrival_ps = 7580
critPathRequiredTime_ps = 7920
critical_path.top_delay_family = AND-OR/OR-AND gates
r2r_slack_ps = 6990
slowest_stage = or4_4
slowest_delay_ps = 550

[placed_design]
dp.cells = 1115
port_buffers = 11
place.gp.congestion = 0.961
dp_hpwl_um = 12300

[job]
warnings = 38
maxCapViolCount = 0

[hold_path]
hold_path_class = flop to flop

[run_status]
status = finished, final reports clean
-- worst paths after layout --
check	depth (start not counted)	start	end
worst min register to register	0	temp1$_DFF_P_	temp2$_DFF_P_
max in group asynchronous	2	temp3$_DFF_P_	displayed_count[5]$_DFFE_PP0P_
worst min-delay path	0	temp1$_DFF_P_	temp2$_DFF_P_
worst max register to register	11	one_second_counter[0]$_DFF_PP0_	displayed_count[8]$_DFFE_PP0P_
min in group asynchronous	2	temp3$_DFF_P_	anode_timer[1]$_DFF_PP0_
worst max-delay path	32	displayed_count[7]$_DFFE_PP0P_	seg_out[4]
-- layer usage --
layer,track usage,part of all wire
met4,0.0412,0.025
met1,0.235,0.48
met5,0,0
met2,0.233,0.44
met3,0.0135,0.050
-- cell families (layout without fill, tap and decap cells) --
family / Yosys count / after routing
DFF: 59 / 59
other: 1 / 1
and+or+nand+nor: 368 / 368
AOI/OAI and AO/OA: 235 / 235
buffers and inverters: 72 / 105
adders and majority gates: 29 / 29
muxes: 11 / 11
xor gates and xnor gates: 60 / 60
-- worst register-to-register path: stages (launching register included) --
cell     delay [ps]
dfrtp_1         380
ha_1            200
nand3_1         130
nor2_1          200
and3_1          280
nand2_1         110
nor4_1          260
buf_4           190
and2_1          190
or4b_2          630
nor2_1          140
xnor2_1         130
-- cell usage after synthesis (21+ instances only) --
cell     instances  area share
xnor2_1         36       0.049
o21ai_0         34       0.027
nand3_1         49       0.038
nor3_1          21       0.016
ha_1            26       0.051
a21oi_1         42       0.033
nand2_1         71       0.042
nor2_1         109       0.064
inv_1           33       0.019
dfrtp_1         56        0.22
xor2_1          24       0.033
-- power groups by stage --
| stage | combinational, uW | clock [uW] | sequential, uW |
|---|---|---|---|
| after CTS | 5.38 | 314 | 242 |
| after global routing | 6.03 | 324 | 242 |
| final | 4.91 | 307 | 242 |
-- per-stage QoR --
stage / utilization / setup slack, ps / cell area [um^2]
2_1_floorplan: - / 981 / 6390
3_5_place_dp: 0.328 / 18.1 / 6880
3_3_place_gp: 0.328 / 78.5 / 6880
5_1_grt: 0.359 / -40.9 / 7520
4_1_cts: 0.345 / 52.1 / 7230
6_report: 0.359 / 335 / 7520
-- what timing repair did --
item	CTS	global route
hold buffers	0	0
buffers inserted	0	13
endpoints found under the setup margin	7	7
resized	14	42
endpoints found under the hold margin	0	0
pin swaps	2	21
-- area by class of cell --
class | instances | area [um^2]
clock buffer | 11 | 253
clock inverter | 4 | 50.0
fill | 2153 | 13400
inverter | 40 | 154
multi-input combinational | 704 | 4850
sequential | 59 | 1460
tap | 275 | 344
timing repair buffer | 50 | 407
Power and IR drop assume default switching activity.
